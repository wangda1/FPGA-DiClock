File: ./design.v
`timescale 1ns / 1ps
module Divider50MHz(clk_50M,ncr,clk_1);
	input clk_50M,ncr;
	output clk_1;
	reg clk_1;
	parameter N=25;
	parameter CLK=50000000;
	reg[N-1:0] count;
	always@(posedge clk_50M or negedge ncr)
	begin
		if(!ncr)
			begin count <= 25'd0;clk_1 <= 1'd0;end
		else if(count == CLK/2-1)
			begin count <= 25'd0;clk_1 <= ~clk_1;end
		else
			count <= count + 1'b1;
	end
endmodule
File: ./run.sh
#!/bin/bash
# OpenROAD 26Q1-2900-gdf79404cd8, Yosys 0.63+post, stock flow scripts
make -C /OpenROAD-flow-scripts/flow DESIGN_CONFIG=/design/flow/config.mk WORK_HOME=/design/flow/orfs finish
File: ./config.mk
export PLATFORM = sky130hd
export DESIGN_NAME = Divider50MHz
export DESIGN_NICKNAME = Divider50MHz
export VERILOG_FILES = /design/flow/design.v
export SDC_FILE = /design/flow/constraint.sdc
export NUM_CORES = 4
export LEC_CHECK = 1
export CORE_AREA = 10 10 91 91
export DIE_AREA = 0 0 101 101
File: ./constraint.sdc
current_design Divider50MHz

set clk_period 3.6
set clk_io_pct 0.2

create_clock -name clk0 -period $clk_period [get_ports {clk_50M}]

set non_clock_inputs [all_inputs -no_clocks]
set_input_delay [expr $clk_period * $clk_io_pct] -clock clk0 $non_clock_inputs
set_output_delay [expr $clk_period * $clk_io_pct] -clock clk0 [all_outputs]
==> impl_metrics.toml <==
# physical design summary
[synthesis]
async_flop_share = 1.00
syn_inst = 127
ys_ff = 26
yosysUniqueCellTypes = 32
edf_count = 0
yosysChipArea_um2 = 1330
syn_area_per_cell_um2 = 10.5
mappedNetlistArea_um2 = 1330
ys_warn_count = 1
synth_stat.cells = 127
ys_seq_share = 0.490
ys.flop_type = "dfrtp_1"

[final_timing]
setup_tns_ps = 0
worst_clock_skew_ps = 2.61
rsz0062_at_grt = "no"
fmax_mhz = 474
hold_viol = 0
setup_viol = 0
relSlewSlack = 0.451
period_minus_slack_ps = 2110
post-route-period-util = 0.586
final_max_slew_viol_count = 0
setup_slack_ps = 1490
tightest_slew_ps = 817

[power_and_ir_drop]
swShare = 0.191
max-vdd-ir-drop_uv = 276
seq_power_share = 0.603
power_density_nw_per_um2 = 328
p_leak_nw = 0.629
pwr-share-clk = 0.382
internal_power_mw = 0.391
total_power_mw = 0.484
comb_power_share = 0.015
p_switching_mw = 0.0925

[layout]
final_core_util = 0.232
lay_top_count = "dfrtp_1"
drive_gt1_frac = 0.0930
syn_to_final_growth_pct = 10.8
lay_top_cells = "dfrtp_1, nand3_1, a21oi_1"

[worst_hold_path]
hp-class = "flop to flop"
whs_endpoint = "clk_1$_DFFE_PN0N_"
hold-path-cell-count = 1
min_from = "clk_1$_DFFE_PN0N_"

[worst_setup_path]
regToRegStartpoint = "count[0]$_DFF_PN0_"
end_kind = "flop"
path_buffers = 0
critical_path.startpoint_type = "flop"
crit_family = "simple AND/OR/NAND/NOR gates"
rrSetupSlack_ps = 1490
worstReg2RegEnd = "clk_1$_DFFE_PN0N_"
ff2ff_path_depth = 5
slowest_stage = "nor4_4"
cp_max_fo = 14
max_stage_delay_ps = 730
path_cells = "ha_1, and3_1, nand2_1, nor4_4, xor2_1"
critPathArrivalTime_ps = 2220
path_class = "flop to flop"
crit_required_ps = 3720

[drt]
final_antenna_net_count = 0
via_per_inst = 4.50
vias = 927
drc_errors = 0
routedWlPerCell_um = 11.7
drt_iter0_markers = 70
wirelength_um = 2410
drtPass1Iterations = 4
antennaDiodeCount = 0

[clock_tree]
cts_resized = 0
clkSinkCount = 26
cts_tree = "done"
htree_levels = 1
cts_hold_buf = 0
cts.clk_slew.worst_paths_ps = 80
cts_setup_buffers = 0
insertion_delay_ps = 270
numCtsBuffers = 3
cts_buffer_depth = 2
root_buffer = "clkbuf_8"

[grt]
grt_overflow = 0
antenna_found_initial = 0
grt_pass1_wl_um = 4240
grt_usage = 0.0490
grt_max_degree = 27
grt_pass1_vias = 883

[placement]
place.gp.congestion = 0.821
portBuffers = 2
place_worst_setup_slack_ps = 1510
hpwl_um = 1660

[floorplanning]
core_area_um2 = 6350
io_pins = 3
row_count = 29
fp.dieW_um = 101
fp-utilization = 0.209
dieHeight_um = 101
dieArea_um2 = 10200

[flow_run]
drv_cap = 0
tool_warnings = 25

[outcome]
status = "completed"
==> final cells by class <==
class / count / area (um2)
fill: 662 / 4880
sequential: 26 / 651
multi-input combinational: 92 / 628
tap: 77 / 96.3
clock buffer: 4 / 55.1
timing repair buffer: 3 / 27.5
inverter: 4 / 15.0
==> cells in the mapped netlist, types with 2 or more instances <==
master,n,area (um2)
dfrtp_1,26,651
nand3_1,10,50.1
a21oi_1,9,45.0
nand2_1,7,26.3
o21ai_0,6,30.0
xnor2_1,6,52.6
xor2_1,6,52.6
nor2_1,5,18.8
o31ai_1,5,37.5
or3_1,5,31.3
buf_4,4,30.0
inv_1,4,15.0
nand4_1,4,25.0
or4_1,4,30.0
and3_1,3,18.8
and4_1,3,26.3
nor3_1,3,15.0
nand2b_1,2,12.5
nand4_2,2,25.0
==> registers in the layout (all words and copies together), names as in the netlist <==
register	flops
clk_1	1
count	25
==> kinds of logic after synthesis <==
family,Yosys count,share of synthesized area
compound gates,21,0.0913
fa+ha+maj,1,0.00941
mux,1,0.00753
simple gates,57,0.285
xor+xnor,12,0.0791
flops,26,0.490
buf+inv,9,0.0377
==> power by group through the flow <==
stage / Clock, mW / Sequential, mW / Combinational (mW)
after CTS: 0.193 / 0.292 / 0.00788
after global routing: 0.208 / 0.292 / 0.00851
final: 0.185 / 0.292 / 0.00710
==> worst register-to-register path, cell delays in order, from the launching register on <==
cell and delay, ps:
dfrtp_1 390, ha_1 190, and3_1 290, nand2_1 220, nor4_4 740, xor2_1 130
==> worst max path at each step <==
stage	from	to	slack (ps)	depth (start not counted)
6_report	count[0]$_DFF_PN0_	clk_1$_DFFE_PN0N_	1490	5
5_1_grt	count[0]$_DFF_PN0_	clk_1$_DFFE_PN0N_	1320	5
4_1_cts	count[0]$_DFF_PN0_	clk_1$_DFFE_PN0N_	1500	5
==> metal layers <==
metal	GRT usage	part of all wire
met1	0.0748	0.54
met5	0	0
met4	0.00536	0.0071
met2	0.0693	0.41
met3	0.0139	0.039
==> through the flow <==
stage / area (um2) / std cells / hold WS [ps]
after floorplan: 1330 / 127 / 420
after global placement: 1420 / 202 / 460
after detailed placement: 1420 / 202 / 459
after CTS: 1470 / 206 / 473
after global routing: 1470 / 206 / 506
final: 1470 / 206 / 469
Power is estimated from default activity; no workload was simulated.
